### flow/run.sh
#!/bin/bash
# OpenROAD 26Q1-2900-gdf79404cd8, Yosys 0.63+post, stock flow scripts
make -C /OpenROAD-flow-scripts/flow DESIGN_CONFIG=/design/flow/config.mk WORK_HOME=/design/flow/orfs finish
### flow/config.mk
export PLATFORM = sky130hd
export DESIGN_NAME = BCD_to_decimal
export DESIGN_NICKNAME = BCD_to_decimal
export VERILOG_FILES = /design/flow/design.v
export SDC_FILE = /design/flow/constraint.sdc
export NUM_CORES = 4
export LEC_CHECK = 1
export CORE_AREA = 10 10 70 70
export DIE_AREA = 0 0 80 80
### flow/constraint.sdc
current_design BCD_to_decimal

set clk_period 1.6
set clk_io_pct 0.2

create_clock -name clk0 -period $clk_period

set non_clock_inputs [all_inputs -no_clocks]
set_input_delay [expr $clk_period * $clk_io_pct] -clock clk0 $non_clock_inputs
set_output_delay [expr $clk_period * $clk_io_pct] -clock clk0 [all_outputs]
### flow/design.v
`timescale 1ns / 1ps
module BCD_to_decimal(
input a,
input b,
input c,
input d,
output y0,y1,y2,y3,y4,y5,y6,y7,y8,y9
    );
    assign y0=a|b|c|d;
    assign y1=(a|b|c|(~d));
    assign y2=b|d|(~c);
    assign y3=b|(~c)|(~d);
    assign y4=c|(~b)|d;
    assign y5=c|(~b)|(~d);
    assign y6=(~b)|(~c)|d;
    assign y7=(~b)|(~c)|(~d);
    assign y8=(~a)|d;
    assign y9=(~a)|(~d);
endmodule
==> flow_summary.ini <==
; flow metrics
[run_status]
status = complete, no violations

[floorplan]
initial_core_util_pct = 2.45
die_y_um = 80
die_w_um = 80
ioPinCount = 14
coreArea_um2 = 3420
row_count = 21
die-area_um2 = 6400

[setup_path]
crit_slowest_cell = clkdlybuf4s50_1
path_delay_family = buffers and inverters
startpoint = c
start_kind = input port
cp.arrival_ns = 1.23
path_max_fanout = 6
path_buffers = 3
critPathRequiredTime_ns = 1.28
critPathKind = in -> out
critical_path.max_stage_delay_ns = 0.41
end_kind = output pin
crit_chain = clkdlybuf4s15_2 > buf_4 > nand3b_1 > clkdlybuf4s50_1

[hold_path]
holdPathStages = 3
holdPathEnd = y0
hp-class = in -> out
hp-start = d

[yosys]
syn_area_per_cell_um2 = 7.62
synth_area_um2 = 83.8
netlist.area_leader.share_pct = 26.9
most_common_cell = nand3b_1
yosysWarnings = 0
yosys_area_um2 = 83.8
topCellsByArea = nand3b_1, or3b_1, buf_6, or4b_1, or4_1
synthCells = 11
synthDistinctLibCells = 8
ys_seq_share_pct = 0
yosysTopAreaCell = nand3b_1
ys_cells = 11
top_cells_by_count = nand3b_1, or3b_1

[placed_design]
detailed_place.area_um2 = 300
io_buffers = 14
hpwl_um = 525
place_congestion = 0.760
dp.cells = 74

[finish]
syn_to_final_growth_pct = 246
n_clock_buffer = 0
drive_gt1_share_pct = 35.7
final_area_um2 = 290
fill_cells = 409
multiInputGateArea_um2 = 76.3
seq_area_um2 = 0
final_util_pct = 8.50
final_cells = 74
ff_count = 0

[global_route]
antenna_found_initial = 0
grt_first_pass_wirelength_um = 855
grt_overflow = 0
grt_pass1_vias = 144
grt_max_degree = 7
grt_use_total_pct = 1.71

[final_timing]
worst_slew_pin_slew_ns = 0.126
slew_headroom_pct = 91.6
period_minus_slack_ns = 1.55
rsz0062_at_grt = no
final-setup-viol-count = 0
post-route-period-util_pct = 97.0
max_freq_mhz = 644
hold_viol_final = 0
fin_setup_tns_ns = 0
slew_viol_final = 0

[power]
switching_share_pct = 32.7
fin_total_pwr_mw = 0.0449
irDropWorstVdd_v = 0.0000224
pwr-share-seq_pct = 0
p_per_area_nw_per_um2 = 155
clkPwrFrac_pct = 0
p_sw_mw = 0.0147
combPwrFrac_pct = 100.0
p_leak_nw = 0.0970
p_int_mw = 0.0302

[drt]
wl_per_cell_um = 7.70
drtAntennaViolNets = 0
dr.pass1.iters = 2
vias_per_cell = 2.00
drc = 0
postRouteWirelength_um = 570
drt_iter0_drc = 20
dr_total_vias = 148
num_antenna_cells = 0

[run]
warning_count = 32
drv_cap = 0

[cts]
holdBufCountCts = 0
cells in the final DEF, fill, tap and decap left out, types with 2 or more instances in the layout:
cell type        n
clkdlybuf4s50_1  5
dlygate4sd2_1    3
buf_2            2
or3b_1           2
clkdlybuf4s15_2  2
nand3b_1         3
buf_4            4
power by group through the flow:
| stage | Sequential (mW) | Combinational [mW] | Clock, mW |
|---|---|---|---|
| after global routing | 0 | 0.0501 | 0 |
| after CTS | 0 | 0.0454 | 0 |
| final | 0 | 0.0449 | 0 |
worst min-delay path: cells and delay by family:
kind | cells | cell delay (ns)
buffers and inverters | 2 | 0.21
and+or+nand+nor | 1 | 0.13
cell type report:
| type | instances | area share (%) |
|---|---|---|
| well taps | 46 | 19.8 |
| repair buffers | 18 | 53.9 |
| multi-input cells | 10 | 26.3 |
repair_timing:
item                       4_1_cts  5_1_grt
setup endpoints to repair       10        2
pin swaps                        3        0
buffers inserted                 0        0
gates cloned                     0        0
gates resized                   18        3
routing by layer:
metal  share of wire (%)  GRT usage (%)  up-vias
li1                    -              -       76
met1                  39           2.04       62
met2                  34           2.17       10
met3                  27           1.82        0
met4                   0              0        0
met5                   0              0        -
through the flow:
stage | worst slack, ns | hold WS, ns
3_3_place_gp | -0.472 | 1.64
4_1_cts | 0.00801 | 1.03
2_1_floorplan | 0.439 | 0.655
3_5_place_dp | -0.498 | 1.64
6_report | 0.0475 | 0.985
5_1_grt | 0.0116 | 1.03
cells by family after synthesis:
logic type | synth area share [%]
and+or+nand+nor | 86.6
buffers and inverters | 13.4
worst max path at each step:
stage,to,slack [ns],cells past startpoint
5_1_grt,y5,0.01,4
6_report,y5,0.05,4
4_1_cts,y0,0.008,3
No activity file was given, so power comes from the tool's default toggle rates.
