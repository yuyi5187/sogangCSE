==> design/flow/design.v <==
`timescale 1ns / 1ps
module foursub(
output d,bout,
input a,b,bin);
    assign bout=(~a)&b^(~a)&bin^b&bin;
    assign d=a^b^bin;
endmodule
module fourbitsub(D,bout,a,b,bin);
output bout;
output [3:0]D;
input bin;
input [3:0]a,b;
wire temp0,temp1,temp2;
foursub fa0(D[0],temp0,a[0],b[0],bin);
foursub fa1(D[1],temp1,a[1],b[1],temp0);
foursub fa2(D[2],temp2,a[2],b[2],temp1);
foursub fa3(D[3],bout,a[3],b[3],temp2);
endmodule
==> design/flow/run.sh <==
#!/bin/bash
# OpenROAD 26Q1-2900-gdf79404cd8, Yosys 0.63+post, stock flow scripts
make -C /OpenROAD-flow-scripts/flow DESIGN_CONFIG=/design/flow/config.mk WORK_HOME=/design/flow/orfs finish
==> design/flow/config.mk <==
export PLATFORM = sky130hd
export DESIGN_NAME = fourbitsub
export DESIGN_NICKNAME = fourbitsub
export VERILOG_FILES = /design/flow/design.v
export SDC_FILE = /design/flow/constraint.sdc
export NUM_CORES = 4
export LEC_CHECK = 1
export CORE_AREA = 10 10 70 70
export DIE_AREA = 0 0 80 80
==> design/flow/constraint.sdc <==
current_design fourbitsub

set clk_period 2.8
set clk_io_pct 0.2

create_clock -name clk0 -period $clk_period

set non_clock_inputs [all_inputs -no_clocks]
set_input_delay [expr $clk_period * $clk_io_pct] -clock clk0 $non_clock_inputs
set_output_delay [expr $clk_period * $clk_io_pct] -clock clk0 [all_outputs]
==> impl_metrics.toml <==
# generated from flow reports
[global_routing]
antenna_found_initial = 0
grt_max_degree = 2
grt_usage = 0.0114
grt_pass1_wl_um = 579
grt_overflow = 0
grt_pass1_vias = 128

[status]
status = "complete, no violations"

[final_timing]
fmaxAchievable_mhz = 367
post-route-min-period_ns = 2.73
fin_ws_ns = 0.0743
period_used_share = 0.973
relSlewSlack = 0.941
worstMarginPinSlew_ns = 0.0886
slew_viol_final = 0
hold_viol = 0
setup_viol = 0
timing.hold.ws_ns = 1.82
grt_setup_unrepaired = "yes"

[synthesis]
yosys.area.top_type_share = 0.542
top_cells_by_count = "inv_1 (10), buf_4 (4), fa_1 (4)"
synthCells = 18
yosys_area_um2 = 148
yosysWarnings = 0
synthTopCellsByArea = "fa_1 (54%), inv_1 (25%), buf_4 (20%)"
yosysSeqAreaShare = 0
postSynthAreaPerCell_um2 = 8.20
synth_area_um2 = 148
yosysUniqueCellTypes = 3
top_cell = "inv_1"
ys_cells = 18
largest_area_cell = "fa_1"

[floorplanning]
core-area_um2 = 3420
dieArea_um2 = 6400
die_h_um = 80
rows = 21
fp_util = 0.0432
io_pins = 14
dieWidth_um = 80

[drt]
vias = 126
wirelength_um = 402
antenna_left = 0
avgRoutedWirePerCell_um = 5.43
first_pass_iters = 1
viasPerCell = 1.70
n_antenna_cell = 0
drc = 0
drt_iter0_markers = 0

[critical_path]
cp-end-kind = "primary output"
crit_fanout = 1
worstPathArrival_ns = 2.17
required_ns = 2.24
critPathKind = "input port to primary output"
crit_path_start_kind = "input port"

[place]
post-place-ws_ns = -0.725
place_area_um2 = 315
port_buffers = 14
dp_hpwl_um = 393
gp_congestion = 0.744
dp_cells = 74

[layout]
nClkBuffers = 0
nFillCells = 405
seqCellArea_um2 = 0
final_layout_size_suffix_gt1_frac = 0.393
stdcell_area_um2 = 317
syn_to_final_growth_pct = 114
flops = 0
comb_area_um2 = 87.6
final_cell_count_no_fill = 74

[power_and_ir_drop]
p_leak_uw = 0.000142
ir_drop_mv = 0.0467
power.density_nw_per_um2 = 145

[flow_run]
warnings = 34
max-cap-violations = 0

[cts]
cts_hold_buf = 0

[min_path]
hold_path.class = "input port to primary output"
==> final timing paths <==
kind,start,endpoint,slack (ns),cells past startpoint
worst min-delay path,b[3],D[3],1.82,4
worst max-delay path,b[0],D[3],0.07,9
==> final cells by class <==
class                      count  area share
timing repair buffer          14       0.415
inverter                      10       0.126
tap                           46       0.182
multi-input combinational      4       0.277
==> layer usage <==
layer	wire, um	track usage
met5	0	0
met4	0	0
met3	118	0.00909
met2	94	0.0120
met1	189	0.0174
==> stage by stage <==
| step | util | TNS [ns] | power, uW |
|---|---|---|---|
| floorplan | - | 0 | 24.6 |
| global placement | 0.0923 | -1.94 | 51.8 |
| detailed placement | 0.0923 | -2.00 | 52.0 |
| CTS | 0.0908 | -0.0441 | 47.1 |
| global route | 0.0927 | -0.0130 | 53.1 |
| finish | 0.0927 | 0 | 45.9 |
==> critical path, cell delays in order <==
cell   delay [ns]
buf_8        0.10
inv_4        0.04
fa_2         0.18
inv_2        0.04
fa_2         0.34
fa_2         0.34
inv_2        0.06
fa_1         0.38
buf_2        0.12
==> layout by cell type, fill, tap and decap left out, drive strengths merged <==
cell type / netlist / layout
buf: 4 / 4
clkdlybuf4s50: 0 / 6
inv: 10 / 10
fa: 4 / 4
dlygate4sd2: 0 / 4
==> cell families (layout without fill, tap and decap cells) <==
group,after synthesis,after routing,share of synthesized area
buffers and inverters,14,24,0.458
adders and majority gates,4,4,0.542
==> what timing repair did <==
item,in CTS,in global routing
endpoints found under the setup margin,4,2
buffers inserted,0,0
pin swaps,4,4
resized,26,2
==> report_power, final <==
| group | switching (uW) | internal [uW] | leakage (uW) |
|---|---|---|---|
| Clock | 0 | 0 | 0 |
| Combinational | 15.0 | 30.9 | 0.000142 |
| Sequential | 0 | 0 | 0 |
Power figures rest on the tool's default switching activity, not on a simulated workload.
